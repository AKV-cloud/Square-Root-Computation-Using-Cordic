$ cat ./constraint.sdc
current_design CORDIC_rotation

set clk_period 13.8
set clk_io_pct 0.2

create_clock -name clk0 -period $clk_period [get_ports {clk}]

set non_clock_inputs [all_inputs -no_clocks]
set_input_delay [expr $clk_period * $clk_io_pct] -clock clk0 $non_clock_inputs
set_output_delay [expr $clk_period * $clk_io_pct] -clock clk0 [all_outputs]
$ cat ./design.v
module CORDIC_rotation(clk, reset, operands_val, out_valid, cos, sin, x_start, y_start, angle, ready, count_eq_15);
   input clk;
   input reset;
   input operands_val;
   input signed [15:0] x_start, y_start;
   input signed [15:0] angle;
   output signed [15:0] sin, cos;
   output out_valid;
   output reg count_eq_15;
   output ready; 
  localparam IDLE = 2'd0;
  localparam BUSY = 2'd1;
  localparam DONE = 2'd2;
  reg signed [15:0] atan_out;
  reg signed [15:0] x_reg;
  reg signed [15:0] y_reg;
  reg signed [15:0] theta_reg;
  wire [15:0] x_mux_out, y_mux_out, theta_mux_out;
  reg [15:0] x_add_out, y_add_out, theta_add_out;
  reg [15:0] x_shift, y_shift;
  reg [3:0] count;
  wire [3:0] address; 
  reg [1:0] state, state_next; 
  wire count_en;
  assign address = count;
  always @(*)
     begin
       case(address)
        4'd0:  atan_out = 'b0000011001001000 ;
        4'd1:  atan_out = 'b0000001110110110;  
        4'd2:  atan_out = 'b0000000111110110; 
        4'd3:  atan_out = 'b0000000011111111;
        4'd4:  atan_out = 'b0000000010000000 ;
        4'd5:  atan_out = 'b0000000001000000;
        4'd6:  atan_out = 'b0000000000100000;
        4'd7:  atan_out = 'b0000000000010000;
        4'd8:  atan_out = 'b0000000000001000;
        4'd9:  atan_out = 'b0000000000000100;
        4'd10: atan_out = 'b0000000000000010;
        4'd11: atan_out = 'b0000000000000001;
        4'd12: atan_out = 'b0000000000000000;
        4'd13: atan_out = 'b0000000000000000 ;
        4'd14: atan_out = 'b0000000000000000 ;
        4'd15: atan_out = 'b0000000000000000 ;  
       endcase    
   end              
 assign x_mux_out = (state == IDLE) ? x_start : x_add_out; 
 assign y_mux_out = (state == IDLE) ? y_start : y_add_out;
 assign theta_mux_out = (state == IDLE) ? angle : theta_add_out;   
 assign count_eq_15 = (count == 4'd15);
 assign out_valid = (state == DONE);
 assign count_en = (state == BUSY);
 assign ready = (state == IDLE);  
 assign cos = x_reg;
 assign sin = y_reg;  
  always@(*)
    begin
      case(count)
        0: begin
          x_shift={x_reg[15:0]};
          y_shift={y_reg[15:0]};
           end
        1: begin
          x_shift={x_reg[15:1]};
          y_shift={y_reg[15:1]};
           end
        2: begin
          x_shift={x_reg[15:2]};
          y_shift={y_reg[15:2]};
           end
        3: begin
          x_shift={x_reg[15:3]};
          y_shift={y_reg[15:3]};
           end
        4: begin
          x_shift={x_reg[15:4]};
          y_shift={y_reg[15:4]};
           end
        5: begin
          x_shift={x_reg[15:5]};
          y_shift={y_reg[15:5]};
           end
        6: begin
          x_shift={x_reg[15:6]};
          y_shift={y_reg[15:6]};
           end
        7: begin
          x_shift={x_reg[15:7]};
          y_shift={y_reg[15:7]};
           end
        8: begin
          x_shift={x_reg[15:8]};
          y_shift={y_reg[15:8]};
           end
        9: begin
          x_shift={x_reg[15:9]};
          y_shift={y_reg[15:9]};
           end
        10: begin
          x_shift={x_reg[15:10]};
          y_shift={y_reg[15:10]};
           end
        11: begin
          x_shift={x_reg[15:11]};
          y_shift={y_reg[15:11]};
           end
        12: begin
          x_shift={x_reg[15:12]};
          y_shift={y_reg[15:12]};
           end
        13: begin
          x_shift={x_reg[15:13]};
          y_shift={y_reg[15:13]};
           end
        14: begin
          x_shift={x_reg[15:14]};
          y_shift={y_reg[15:14]};
           end
        15: begin
          x_shift={x_reg[15]};
          y_shift={y_reg[15]};
           end
      endcase
    end
 always @ (*)
   if (theta_reg[15] == 1)
      begin
        x_add_out = x_reg + y_shift;
        y_add_out = y_reg - x_shift;
        theta_add_out = theta_reg + atan_out;
       end   
      else
       begin
        x_add_out = x_reg - y_shift;
        y_add_out = y_reg + x_shift;
        theta_add_out = theta_reg - atan_out;
       end    
   always @(posedge clk)
    if(reset)
      begin
      x_reg <= 0;
      y_reg <= 0;
      theta_reg <= 0;
      end
    else
      begin
       x_reg <= x_mux_out;
       y_reg <= y_mux_out;
       theta_reg <= theta_mux_out;
      end 
 always @(*)  
  begin
  case (state)
    IDLE :
      if (operands_val)
        state_next = BUSY;
      else
        state_next = IDLE;
    BUSY :
      if (count_eq_15)
        state_next = DONE;
      else
        state_next = BUSY;
    DONE :
        state_next = IDLE; 
  endcase
 end
   always @(posedge clk)
    if(reset)
      state <= IDLE;
    else
      state <= state_next;       
   always @(posedge clk)
     if(count_en)
      count <= count + 1;
    else
      count <= 0;
endmodule
$ cat ./config.mk
export PLATFORM = sky130hd
export DESIGN_NAME = CORDIC_rotation
export DESIGN_NICKNAME = CORDIC_rotation
export VERILOG_FILES = /design/flow/design.v
export SDC_FILE = /design/flow/constraint.sdc
export NUM_CORES = 4
export LEC_CHECK = 1
export CORE_UTILIZATION = 40
$ cat ./run.sh
#!/bin/bash
# OpenROAD 26Q1-2900-gdf79404cd8, Yosys 0.63+post, stock flow scripts
make -C /OpenROAD-flow-scripts/flow DESIGN_CONFIG=/design/flow/config.mk WORK_HOME=/design/flow/orfs finish
==> Slide: Implementation Results <==
Flow Results at a Glance

Synth
  – Mapped Area: between 0.007 and 0.008 mm^2
  – Yosys chip area: between 0.007 and 0.008 mm^2
  – Cells after synthesis: between 900 and 1k
  – Post-synth top area cell: dfxtp_1
  – Post-Synthesis Mean Instance Area: around 7.7 um^2
  – Flops out of synthesis: between 60 and 70
  – Syn. warnings: 2
  – Top cells by area: dfxtp_1 (18%), ha_1 (11%), a21oi_1 (5.6%)
  – Number of enable flip-flop cells: 0
  – Yosys cell types: between 80 and 90
  – Ys cells: approximately 960
  – Post-synth top flop: dfxtp_1
  – Synth async-reset ratio: 0%
  – Largest type area fraction: around 18%

Global route
  – Largest net degree at the start of global routing: between 50 and 60
  – Grt total ovfl: 0
  – First-pass GRT wire length: 36.78 mm
  – Initial antenna violation count: 0
  – Total global-route track usage: between 20% and 30%
  – Vias in the first global route: between 6k and 7k

Run
  – OpenROAD warning count: 39
  – Max-Cap Viols: 0

Final timing
  – Period minus WS final: 5.493 ns
  – Least-Margin Pin Slew: 0.7606 ns
  – Final setup viols: 0
  – RSZ-0062 raised after global routing: no
  – Register pins left without a clock: 2
  – F_max: roughly 180 MHz
  – Setup ws final: between 8 and 9 ns
  – Clock skew: between 0.01 and 0.015 ns
  – Total negative slack: 0 ns
  – Slew headroom: 48.86%
  – Number of unconstrained endpoints: 2
  – Fin. max-slew vios: 0
  – WHS: 0.5341 ns
  – Hold Fails Final Rpt: 0
  – Final Cycle Share: 39.80%

Status
  – Status: completed

Final layout
  – Most instantiated logic cells after routing: nand2_1 (106), clkdlybuf4s50_1 (84), a21oi_1 (82)
  – Fin area: ~0.0086 mm^2
  – Area Overhead vs Synth: 16.42%
  – Most numerous logic cell after layout: nand2_1
  – Layout cells sized above 1: approximately 7.4%
  – Layout Cells excl Fill: roughly 1.2k
  – Final Util: about 48%
  – Fillers: 1768

Clocking
  – Root buf cell: clkbuf_16
  – CTS Buf Count: 9
  – Bufs on Longest Clock Path: 2
  – # resized after CTS: 0
  – Post-CTS Hold Fix Bufs: 0
  – Post-CTS setup buffer count: 0
  – Worst-path clk slew: 0.06 ns
  – CTS tree: done
  – Clk ins delay skew pair: roughly 0.35 ns
  – H-Tree Level Count: 3

Pwr
  – Power, Total: approximately 0.8 mW
  – Cell Pwr Density: just over 90 mW/mm^2
  – VDD IR max: ~0.000067 V
  – Leakage power: about 3.5 nW

Floorplan
  – Io pins: between 80 and 90
  – Core Box Area: roughly 0.018 mm^2
  – Die Wd: ~140 um
  – Initial Util: 40.87%
  – FP Rows: roughly 49
  – Die Y: ~140 um
  – Die ar.: between 0.015 and 0.02 mm^2

Setup path
  – Critical Path AT: around 5.8 ns
  – Crit path cell chain: inv_1 -> ha_1 -> buf_4 -> o21a_1 -> nor2_1 -> buf_4 -> or4_1 -> a22o_1 -> and4bb_1 -> and2_1 -> nor2_1 -> xor2_1 -> ha_1 -> a21o_1 -> o41ai_1 -> o21ai_0 -> o41ai_1 -> o21ai_0 -> xnor2_1 -> a211oi_1
  – Max stage delay cell, worst path: or4_1
  – Critical path class: reg2reg
  – Buffers and inverters on the worst path: 3
  – CP Capture Type: register
  – CP peak stage delay: roughly 0.58 ns
  – CP startpoint kind: register
  – Critical-path maximum fanout: 30
  – Top delay family on crit path: AND-OR/OR-AND gates
  – Data required time of the critical path: between 10 and 15 ns

Place
  – IO Port Bufs: approximately 85
  – Placed Cells: approximately 1.2k
  – RD Place Congestion: ~0.99
  – Post-DP Area: 0.008282 mm^2
  – Dpl ws: 8.409 ns
  – DPL Wire Length: 16.86 mm

Detailed routing
  – DRC violations left: 0
  – DRT Pass-1 Iters: 6
  – Avg WL per Cell: roughly 19 um
  – Via count: about 7.4k
  – Iter 0 DRT Violations: ~590
  – Antenna cells: 0
  – Antenna Nets Post-Route: 0
  – Vias/cell: 5.970
  – Total Wirelength: approximately 24 mm

Min path
  – Hold WC Path Type: reg2reg
[worst reg2reg max path: stages, from the launching register on]
cell and delay, ns:
dfxtp_1 0.38, inv_1 0.11, ha_1 0.15, buf_4 0.32, o21a_1 0.38, nor2_1 0.09
buf_4 0.21, or4_1 0.58, a22o_1 0.24, and4bb_1 0.30, and2_1 0.20, nor2_1 0.07
xor2_1 0.16, ha_1 0.34, a21o_1 0.21, o41ai_1 0.41, o21ai_0 0.21, o41ai_1 0.48
o21ai_0 0.21, xnor2_1 0.16, a211oi_1 0.21
[kinds of logic (layout without fill, tap and decap cells)]
group / count (synthesis) / after routing / synth area share [%]
fa+ha+maj: 68 / 68 / 11.85
latches: 2 / 2 / 0.4076
mux: 35 / 35 / 5.061
flops: 65 / 65 / 17.66
xor+xnor: 75 / 75 / 8.916
buf+inv: 100 / 154 / 6.878
simple gates: 322 / 322 / 21.28
compound gates: 293 / 293 / 27.94
[final cells by class]
cell class / count / area [um^2] / area share [%]
multi-input combinational: 793 / 5532 / 64.49
clock buffer: 10 / 239.0 / 2.786
timing repair buffer: 107 / 1011 / 11.79
sequential: 67 / 1333 / 15.54
clock inverter: 5 / 56.30 / 0.6565
inverter: 32 / 120.1 / 1.400
tap: 229 / 286.5 / 3.341
[report_power, final]
| part | switching [mW] | internal [mW] | leakage [nW] |
|---|---|---|---|
| Combinational | 0.171 | 0.157 | 2.79 |
| Sequential | 0.0275 | 0.201 | 0.555 |
| Clock | 0.0882 | 0.143 | 0.144 |
[worst paths after layout]
kind         depth (start not counted)  slack [ns]         to  startpoint
max                                 20        8.31  y_reg[15]    count[0]
min                                  1        0.53   count[0]    count[0]
max reg2reg                         20        8.31  y_reg[15]    count[0]
min reg2reg                          1        0.53   count[0]    count[0]
[routing by layer]
layer	track usage, %	share of wire [%]	vias to the layer above
li1	-	-	3630
met1	35.50	44	3423
met2	41.26	46	324
met3	4.092	7.2	44
met4	7.126	2.8	0
met5	0	0	-
[synthesized netlist by cell type (4+ instances only)]
| library cell | instances |
|---|---|
| nand2_1 | 106 |
| a21oi_1 | 82 |
| nor2_1 | 81 |
| dfxtp_1 | 65 |
| ha_1 | 65 |
| xnor2_1 | 45 |
| o21ai_0 | 37 |
| clkbuf_1 | 35 |
| a22oi_1 | 31 |
| inv_1 | 31 |
| xor2_1 | 30 |
| nor3_1 | 21 |
| and3_1 | 18 |
| nand3_1 | 18 |
| mux2_2 | 17 |
| mux2i_1 | 17 |
| nor2b_1 | 17 |
| a31oi_1 | 15 |
| buf_2 | 15 |
| a222oi_1 | 13 |
| a21o_1 | 12 |
| a22o_1 | 10 |
| buf_6 | 10 |
| a221oi_1 | 9 |
| and2_1 | 9 |
| o22ai_1 | 8 |
| o2bb2ai_1 | 8 |
| or3_1 | 8 |
| a211oi_1 | 7 |
| nand4_1 | 6 |
| a211o_1 | 5 |
| a221o_1 | 5 |
| a32oi_1 | 5 |
| and3b_1 | 5 |
| a41oi_1 | 4 |
| and4_1 | 4 |
| buf_1 | 4 |
| nand2b_1 | 4 |
| nor3b_1 | 4 |
| o21a_1 | 4 |
| o41ai_1 | 4 |
| or2_2 | 4 |
Power figures rest on the tool's default switching activity, not on a simulated workload.
