--- run.sh ---
#!/bin/bash
# OpenROAD 26Q1-2900-gdf79404cd8, Yosys 0.63+post, stock flow scripts
make -C /OpenROAD-flow-scripts/flow DESIGN_CONFIG=/design/flow/config.mk WORK_HOME=/design/flow/orfs finish
--- config.mk ---
export PLATFORM = sky130hd
export DESIGN_NAME = CORDIC_vectoring
export DESIGN_NICKNAME = CORDIC_vectoring
export VERILOG_FILES = /design/flow/design.v
export SDC_FILE = /design/flow/constraint.sdc
export NUM_CORES = 4
export LEC_CHECK = 1
export CORE_UTILIZATION = 30
--- constraint.sdc ---
current_design CORDIC_vectoring

set clk_period 14.6
set clk_io_pct 0.2

create_clock -name clk0 -period $clk_period [get_ports {clk}]

set non_clock_inputs [all_inputs -no_clocks]
set_input_delay [expr $clk_period * $clk_io_pct] -clock clk0 $non_clock_inputs
set_output_delay [expr $clk_period * $clk_io_pct] -clock clk0 [all_outputs]
--- design.v ---
module CORDIC_vectoring(clk, reset, operands_val, out_valid, A, B, theta, ready, count_eq_15);
   parameter width = 16;
   input clk;
   input reset;
   input operands_val;
   input signed [width-1:0] A, B;
   output signed [width-1:0] theta;
   output out_valid;
   output ready; 
   output reg count_eq_15;
  localparam IDLE = 2'd0;
  localparam BUSY = 2'd1;
  localparam DONE = 2'd2;
  reg signed [width-1:0] atan_out;
  reg signed [width-1:0] x_reg;
  reg signed [width-1:0] y_reg;
  reg signed [width-1:0] A_reg;
  reg signed [width-1:0] theta_reg;
  wire [width-1:0] x_mux_out, y_mux_out, theta_mux_out, A_mux_out;
  reg [width-1:0] x_add_out, y_add_out, theta_add_out;
  reg [width-1:0] x_shift, y_shift;
  reg [3:0] count;
  wire [3:0] address; 
  reg [1:0] state, state_next; 
  wire count_en;
  reg x_gt_A;
  assign address = count;
  always @(*)
     begin
       case(address)
        4'd0:  atan_out = 'b0000011001001000 ;
        4'd1:  atan_out = 'b0000001110110110;  
        4'd2:  atan_out = 'b0000000111110110; 
        4'd3:  atan_out = 'b0000000011111111;
        4'd4:  atan_out = 'b0000000010000000 ;
        4'd5:  atan_out = 'b0000000001000000;
        4'd6:  atan_out = 'b0000000000100000;
        4'd7:  atan_out = 'b0000000000010000;
        4'd8:  atan_out = 'b0000000000001000;
        4'd9:  atan_out = 'b0000000000000100;
        4'd10: atan_out = 'b0000000000000010;
        4'd11: atan_out = 'b0000000000000001;
        4'd12: atan_out = 'b0000000000000000;
        4'd13: atan_out = 'b0000000000000000 ;
        4'd14: atan_out = 'b0000000000000000 ;
        4'd15: atan_out = 'b0000000000000000 ;  
       endcase    
   end                     
 assign x_mux_out = (state == IDLE) ? B : x_add_out; 
 assign y_mux_out = (state == IDLE) ? 0 : y_add_out;
 assign A_mux_out = (state==IDLE) ? A : A_reg;
 assign theta_mux_out = (state == IDLE) ? 0 : theta_add_out;   
 assign out_valid = (state == DONE) ;
 assign count_en = (state == BUSY);
 assign ready = (state == IDLE);  
 assign x_gt_A = (x_reg>A_reg);
 assign count_eq_15 = (count == 4'd15);
 assign theta = theta_reg;
  always@(*)
    begin
      case(count)
        0: begin
          x_shift={x_reg[15:0]};
          y_shift={y_reg[15:0]};
           end
        1: begin
          x_shift={x_reg[15:1]};
          y_shift={y_reg[15:1]};
           end
        2: begin
          x_shift={x_reg[15:2]};
          y_shift={y_reg[15:2]};
           end
        3: begin
          x_shift={x_reg[15:3]};
          y_shift={y_reg[15:3]};
           end
        4: begin
          x_shift={x_reg[15:4]};
          y_shift={y_reg[15:4]};
           end
        5: begin
          x_shift={x_reg[15:5]};
          y_shift={y_reg[15:5]};
           end
        6: begin
          x_shift={x_reg[15:6]};
          y_shift={y_reg[15:6]};
           end
        7: begin
          x_shift={x_reg[15:7]};
          y_shift={y_reg[15:7]};
           end
        8: begin
          x_shift={x_reg[15:8]};
          y_shift={y_reg[15:8]};
           end
        9: begin
          x_shift={x_reg[15:9]};
          y_shift={y_reg[15:9]};
           end
        10: begin
          x_shift={x_reg[15:10]};
          y_shift={y_reg[15:10]};
           end
        11: begin
          x_shift={x_reg[15:11]};
          y_shift={y_reg[15:11]};
           end
        12: begin
          x_shift={x_reg[15:12]};
          y_shift={y_reg[15:12]};
           end
        13: begin
          x_shift={x_reg[15:13]};
          y_shift={y_reg[15:13]};
           end
        14: begin
          x_shift={x_reg[15:14]};
          y_shift={y_reg[15:14]};
           end
        15: begin
          x_shift={x_reg[15]};
          y_shift={y_reg[15]};
           end
      endcase
    end
 always @ (*)
   if (x_gt_A)
      begin
        x_add_out = x_reg - y_shift;
        y_add_out = y_reg + x_shift;
        theta_add_out = theta_reg + atan_out;
       end   
      else
       begin
        x_add_out = x_reg + y_shift;
        y_add_out = y_reg - x_shift;
        theta_add_out = theta_reg - atan_out;
       end                        
   always @(posedge clk)
    if(reset)
      begin
      x_reg <= 0;
      y_reg <= 0;
      A_reg <= A_mux_out;
      theta_reg <= 0;
      end
    else
      begin
       x_reg <= x_mux_out;
       y_reg <= y_mux_out;
       A_reg <= A_mux_out;
       theta_reg <= theta_mux_out;
      end 
 always @(*)  
  begin
  case (state)
    IDLE :
      if (operands_val)
        state_next = BUSY;
      else
        state_next = IDLE;
    BUSY :
      if (count_eq_15)
        state_next = DONE;
      else
        state_next = BUSY;
    DONE :
        state_next = IDLE;
  endcase
 end
   always @(posedge clk)
    if(reset)
      state <= IDLE;
    else
      state <= state_next;       
   always @(posedge clk)
     if(count_en)
      count <= count + 1;
    else
      count <= 0;
endmodule
==> Slide: Implementation Results <==
Flow Results at a Glance

Run status
  • Run status: complete, no violations

Synth
  • Commonest register cell after synthesis: sky130_fd_sc_hd__dfxtp_1
  • Average cell area after synthesis: a little under 8 um2
  • Async S/R FF share, synth: 0
  • Instance tally after logic synthesis: a little under 1k
  • Number of enable-type register cells in the synthesized netlist: 16
  • Adder Share, Synth: 0.137
  • Xor/xnor cell area share of the yosys netlist: 0.0849
  • Summed standard-cell area reported by yosys: ~7800 um2
  • Number of different library cells in the post-synthesis netlist: 78
  • Share of synthesized cell area in and-or and or-and compound cells: 0.251
  • Flops & latches, synth: about 83
  • MUX share of area: 0.0397
  • Main kind of combinational logic by area: AND-OR/OR-AND gates
  • Count of warnings emitted by yosys: 3
  • Mapped cell area: 7840 um2
  • Cells in synth_stat.txt: between 900 and 1k
  • AND/OR/NAND/NOR Cells, Area Fraction: 0.197

Route
  • 1st-pass router iterations: 8
  • Average vias per placed instance: 5.49
  • Post-route ant nets: 0
  • Vias after detailed routing: 7338
  • Detail-routed net length per standard cell: ~17 um
  • Number of DRC markers in iteration 0: around 720
  • Detailed-route DRC error count: 0
  • Antenna cell count: 0
  • Total Routed Length: ~23000 um

Layout
  • Final cell count without fillers: ~1.3k
  • Fraction of layout cells with a size suffix above 1: 0.0487
  • Area Overhead vs Synth: 13.4%
  • Final instance area: between 8000 and 9000 um2
  • FILL cells: about 2.6k
  • Utilization of the core after routing: 0.350

Clock network
  • CTS max path bufs: 2
  • TritonCTS buffer count: 9
  • Root buffer selected by CTS: sky130_fd_sc_hd__clkbuf_16
  • Clock latency on the worst-skew pair: about 0.36 ns
  • # resized after CTS: 0
  • Number of buffers inserted by post-CTS setup repair: 0
  • Clock edge transition at the registers on the reported setup and hold paths: about 0.070 ns
  • H-tree levels: 3
  • TritonCTS clock tree: done
  • Hold-fix buffers at CTS: 0

Setup path
  • Worst setup startpoint: count[2]
  • Critical path startpoint category: flip-flop
  • R2R Setup Slk: between 9 and 10 ns
  • Critical Path AT: 5.72 ns
  • Element type at the critical path end: flip-flop
  • CP max FO: 45
  • Worst reg2reg path endpoint: y_reg[15]
  • Startpoint of the lowest-slack register-to-register path: count[2]
  • Path depth of the worst reg2reg path: 19
  • CP Data Required Time: roughly 15 ns
  • Critical Path Sink: y_reg[15]
  • WS Path Type: reg2reg

Timing
  • Fmax: about 0.18 GHz
  • Hold Vio Cnt, Final: 0
  • Post-route minimum period: between 5 and 6 ns
  • Worst slew slack as a fraction of its limit: 0.409
  • Number of register pins that no clock reaches: 2
  • Final Cycle Share: 0.377
  • Final Max Slew Viols: 0
  • Number of unconstrained endpoints: 2
  • Final-report setup violation count: 0
  • Setup tns final: 0 ns
  • Tightest Pin Transition: 0.884 ns
  • Setup clock skew after layout: approximately 0.011 ns
  • Setup repair after global routing missed its margin: false

Pwr
  • Fraction of power consumed by the clock network: 0.252
  • Largest vdd supply drop: between 0.00005 and 0.00006 V
  • Switching power total: ~0.36 mW
  • Combinational power share: 0.443
  • Power Dens Cells: between 100 and 150 nW/um2
  • Cell internal pwr: between 0.5 and 0.6 mW
  • Power consumption: 0.908 mW
  • Reg power frac: 0.305
  • Net switching fraction of the power: 0.397
  • Static Leakage: roughly 3.4 nW

Placement
  • Tally of buffers added on design ports: 53
  • Placed cell areas: 8590 um2
  • Number of cells in the design after placement: 1320
  • Final HPWL DP: ~16000 um
  • Final weighted congestion of routability-driven global placement: ~0.95

GRT
  • Final global-route overflow total: 0
  • Pin count of the biggest net entering global routing: between 40 and 50
  • Antenna violations before repair: 0
  • Global router's overall resource usage: 0.176
  • Wire length of the first global-routing pass: between 30000 and 40000 um
  • Via count of the first global-routing pass: between 6k and 7k

Die
  • Chip Footprint: around 27000 um2
  • Floorplan Core Area: around 25000 um2
  • Pre-Place Util: 0.309
  • Num rows: between 50 and 60
  • Horizontal die size: ~160 um
  • Boundary pin count: around 54
  • Vertical die dimension: approximately 160 um

Run
  • Warning total across the stage logs: 39
  • Total of max-cap violations: 0

Min path
  • Worst hold-check path type: reg2reg
[power groups by stage]
| stage | registers (mW) | logic (mW) | clock network [mW] |
|---|---|---|---|
| CTS | 0.276 | 0.404 | 0.238 |
| finish | 0.277 | 0.403 | 0.229 |
| global route | 0.279 | 0.457 | 0.246 |
[metrics by stage]
stage	setup WS (ns)	hold slack, ns
2_1_floorplan	9.91	0.483
4_1_cts	9.16	0.545
6_report	9.09	0.541
3_3_place_gp	9.23	0.519
3_5_place_dp	9.18	0.525
5_1_grt	8.41	0.571
[area by class of cell]
| type | instances | area, um2 | share of cell area |
|---|---|---|---|
| inverters | 47 | 176 | 0.0199 |
| repair buffers | 65 | 621 | 0.0698 |
| multi-input cells | 795 | 5570 | 0.626 |
| clock buffers | 9 | 225 | 0.0253 |
| clock inverters | 7 | 73.8 | 0.00831 |
| well taps | 330 | 413 | 0.0465 |
| flip-flops and latches | 83 | 1810 | 0.204 |
[Yosys cell counts, types with 6 or more instances]
| library cell | number | area (um2) |
|---|---|---|
| sky130_fd_sc_hd__or4_1 | 7 | 52.6 |
| sky130_fd_sc_hd__o211ai_1 | 6 | 45.0 |
| sky130_fd_sc_hd__xnor2_1 | 38 | 333 |
| sky130_fd_sc_hd__xor2_1 | 38 | 333 |
| sky130_fd_sc_hd__a222oi_1 | 8 | 80.1 |
| sky130_fd_sc_hd__o21ai_0 | 46 | 230 |
| sky130_fd_sc_hd__mux2i_1 | 24 | 240 |
| sky130_fd_sc_hd__nor3b_1 | 6 | 45.0 |
| sky130_fd_sc_hd__nor3_1 | 23 | 115 |
| sky130_fd_sc_hd__a311oi_1 | 7 | 61.3 |
| sky130_fd_sc_hd__a221oi_1 | 8 | 70.1 |
| sky130_fd_sc_hd__o31ai_1 | 7 | 52.6 |
| sky130_fd_sc_hd__nand2_1 | 82 | 308 |
| sky130_fd_sc_hd__a22o_1 | 7 | 61.3 |
| sky130_fd_sc_hd__o21a_1 | 8 | 60.1 |
| sky130_fd_sc_hd__nor2b_1 | 17 | 106 |
| sky130_fd_sc_hd__o22ai_1 | 12 | 75.1 |
| sky130_fd_sc_hd__a31oi_1 | 13 | 81.3 |
| sky130_fd_sc_hd__or3_1 | 7 | 43.8 |
| sky130_fd_sc_hd__a21o_1 | 12 | 90.1 |
| sky130_fd_sc_hd__buf_1 | 11 | 41.3 |
| sky130_fd_sc_hd__a21oi_1 | 65 | 325 |
| sky130_fd_sc_hd__buf_2 | 26 | 130 |
| sky130_fd_sc_hd__and2_1 | 9 | 56.3 |
| sky130_fd_sc_hd__a22oi_1 | 29 | 218 |
| sky130_fd_sc_hd__nand2b_1 | 11 | 68.8 |
| sky130_fd_sc_hd__inv_1 | 45 | 169 |
| sky130_fd_sc_hd__nand4_1 | 7 | 43.8 |
| sky130_fd_sc_hd__edfxtp_1 | 16 | 480 |
| sky130_fd_sc_hd__clkbuf_1 | 25 | 93.8 |
| sky130_fd_sc_hd__ha_1 | 81 | 1010 |
| sky130_fd_sc_hd__nand3_1 | 21 | 105 |
| sky130_fd_sc_hd__dfxtp_1 | 65 | 1300 |
| sky130_fd_sc_hd__nor2_1 | 106 | 398 |
[cells in the final DEF, fill, tap and decap left out, types with 16 or more instances in the layout]
cell type / instances
sky130_fd_sc_hd__a21oi_1: 65
sky130_fd_sc_hd__a22oi_1: 29
sky130_fd_sc_hd__clkdlybuf4s50_1: 53
sky130_fd_sc_hd__dfxtp_1: 64
sky130_fd_sc_hd__edfxtp_1: 16
sky130_fd_sc_hd__ha_1: 80
sky130_fd_sc_hd__inv_1: 45
sky130_fd_sc_hd__mux2i_1: 24
sky130_fd_sc_hd__nand2_1: 82
sky130_fd_sc_hd__nand3_1: 21
sky130_fd_sc_hd__nor2_1: 106
sky130_fd_sc_hd__nor2b_1: 17
sky130_fd_sc_hd__nor3_1: 23
sky130_fd_sc_hd__o21ai_0: 46
sky130_fd_sc_hd__xnor2_1: 38
sky130_fd_sc_hd__xor2_1: 38
[layer usage]
layer,track usage,share of wire,up-vias
li1,-,-,3642
met1,0.259,0.46,3368
met2,0.262,0.44,285
met3,0.0419,0.084,43
met4,0.0425,0.026,0
met5,0,0,-
[logic make-up (layout without fill, tap and decap cells)]
kind of cell    count (synthesis)  after routing
compound gates                285            285
xor+xnor                       76             76
fa+ha+maj                      84             84
buf+inv                       111            128
flops                          81             81
latches                         2              2
mux                            29             29
simple gates                  321            321
[worst min path at each step]
stage / startpoint / endpoint / depth (start not counted)
4_1_cts: count[0] / count[0] / 1
5_1_grt: count[0] / count[0] / 1
6_report: count[0] / count[0] / 1
[worst max-delay path, cell delays in order (launching register included)]
cell and delay [ns]:
sky130_fd_sc_hd__dfxtp_2 0.68, sky130_fd_sc_hd__buf_4 0.52, sky130_fd_sc_hd__or2_2 0.37, sky130_fd_sc_hd__a21oi_1 0.21, sky130_fd_sc_hd__buf_4 0.26, sky130_fd_sc_hd__or4_1 0.53, sky130_fd_sc_hd__o21ai_0 0.22, sky130_fd_sc_hd__nand3_1 0.21
sky130_fd_sc_hd__nand2_1 0.13, sky130_fd_sc_hd__xnor2_1 0.12, sky130_fd_sc_hd__ha_1 0.27, sky130_fd_sc_hd__o21a_1 0.11, sky130_fd_sc_hd__o31ai_1 0.10, sky130_fd_sc_hd__nor4b_1 0.43, sky130_fd_sc_hd__o31ai_1 0.18, sky130_fd_sc_hd__o41ai_1 0.47
sky130_fd_sc_hd__o21a_1 0.23, sky130_fd_sc_hd__o21ai_0 0.11, sky130_fd_sc_hd__xnor2_1 0.15, sky130_fd_sc_hd__nor2_1 0.05
Power figures rest on the tool's default switching activity, not on a simulated workload.
