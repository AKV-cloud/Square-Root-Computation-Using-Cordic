File: /design/flow/config.mk
export PLATFORM = sky130hd
export DESIGN_NAME = scale_num
export DESIGN_NICKNAME = scale_num
export VERILOG_FILES = /design/flow/design.v
export SDC_FILE = /design/flow/constraint.sdc
export NUM_CORES = 4
export LEC_CHECK = 1
export CORE_AREA = 10 10 99 99
export DIE_AREA = 0 0 109 109
File: /design/flow/run.sh
#!/bin/bash
# OpenROAD 26Q1-2900-gdf79404cd8, Yosys 0.63+post, stock flow scripts
make -C /OpenROAD-flow-scripts/flow DESIGN_CONFIG=/design/flow/config.mk WORK_HOME=/design/flow/orfs finish
File: /design/flow/design.v
module scale_num(
  input clk,reset,ack,
  input signed [15:0] num,
  input inp_valid,
  output reg signed [15:0] X_scaled,
  output reg [2:0] k,
  output out_valid, ready, shift_sig
);
  localparam IDLE = 2'b00;
  localparam BUSY = 2'b01;
  localparam DONE = 2'b10;
  reg [1:0] state,next_state;
  assign out_valid = (state==DONE);
  assign ready = (state == IDLE);
  assign shift_sig = (X_scaled<=16'h066e) & (state==BUSY);  
  reg [1:0] mux_sig;
  wire signed [15:0] X_shift_2 = X_scaled>>>2;  
  reg signed [15:0] mux_out;
  reg [2:0] k_mux_out; 
  always@(*)
    begin
      if(inp_valid)
        k_mux_out=0;
      else if(state==BUSY)
        begin
          if(!shift_sig)
            k_mux_out=k+1;
          else
            k_mux_out=k;
        end
    end
  always@(*)
    begin
      case(state)
        IDLE: 
          begin
            if(inp_valid) next_state=BUSY;
            else next_state=IDLE;
          end
        BUSY: 
          begin
            if(shift_sig)
              next_state=DONE;
          end
        DONE: 
          begin
            if (ack) next_state=IDLE;
            else next_state=DONE;
          end
      endcase
    end
  always@(*)
    begin
      case(state)
        IDLE: 
          mux_sig=0;
        BUSY:
          begin
            if(!shift_sig)
              mux_sig=1;
            else
              mux_sig=2;
          end
        DONE: 
          mux_sig=2;
      endcase
    end
    always@(*)
      begin
        case(mux_sig)
          0: mux_out=num;
          1: mux_out= X_shift_2;
          2: mux_out=X_scaled; 
        endcase
      end
   always@(posedge clk)
     begin
       if(reset)
         begin
           state<=IDLE;
           X_scaled<=0;
           k<=0;
         end
       else
         begin
           state<=next_state;
           X_scaled<=mux_out;
           k<=k_mux_out;
         end
     end
endmodule
File: /design/flow/constraint.sdc
current_design scale_num

set clk_period 2.5
set clk_io_pct 0.2

create_clock -name clk0 -period $clk_period [get_ports {clk}]

set non_clock_inputs [all_inputs -no_clocks]
set_input_delay [expr $clk_period * $clk_io_pct] -clock clk0 $non_clock_inputs
set_output_delay [expr $clk_period * $clk_io_pct] -clock clk0 [all_outputs]
==> Implementation_results.wiki <==
== Flow metrics ==
{| class="wikitable"
! Metric !! Value
|-
| Outcome || complete, no violations
|-
| Signal arrival time at the worst endpoint || around 1.8 ns
|-
| Number of cells produced by synthesis || 167
|-
| Total negative slack for setup checks || 0 ns
|-
| Main logic family || simple AND/OR/NAND/NOR gates
|-
| Boundary Pins || ~42
|-
| Synthesized registers || 44
|-
| Tally of unique sky130hd cells used after synthesis || 31
|-
| Standard-cell row count || 32
|-
| Transition time at the pin with the least slew margin || ~0.80 ns
|-
| Global-route wire length before repair || 6240 um
|-
| Number of max-capacitance violations reported || 0
|-
| Critical path startpoint || X_scaled[13]$_SDFF_PP0_
|-
| Tool warnings || 30
|-
| Average vias per placed instance || 3.90
|-
| Complex-gate fraction of the synthesized area || 17.9%
|-
| TritonCTS clock tree || yes
|-
| Placer's final routability congestion estimate || 0.818
|-
| Warnings, synthesis || 1
|-
| DRC violation total after the first TritonRoute iteration || 30
|-
| Remaining global-route overflow || 0
|-
| Total wirelength of the detailed-routed design || approximately 3800 um
|-
| Number of buffers inserted by post-CTS setup repair || 0
|-
| Number of unconstrained endpoints || 23
|-
| Final tally of max-slew violations || 0
|-
| Top achievable clock speed || 436 MHz
|-
| Simple-gate area share of the yosys netlist || 22.3%
|-
| Crit start category || flop
|-
| Area fraction in xor and xnor cells || 0%
|-
| Deepest level of the CTS H-tree || 1
|-
| Post-synth mux share || 1.58%
|-
| Global-route usage over all layers || 6.63%
|-
| Classification of the worst setup path || flop to output pin
|-
| Chip area || 11900 sq um
|-
| Ratio of cells with drive above 1 in the final layout || 6.86%
|-
| Synth-to-Final Area Change || 35.7%
|-
| Final setup violating endpoints || 0
|-
| Relative slew slack || 46.5%
|-
| Hold_buf cts || 0
|-
| Mean area per synthesized cell || roughly 9.5 sq um
|-
| Kind of capture point of the worst setup path || output pin
|-
| Post-synthesis instance area || 1580 sq um
|-
| Summed standard-cell area reported by yosys || 1580 sq um
|-
| Hold path startpoint || reset
|-
| Final hold violation count || 0
|-
| Via count || about 1200
|-
| Power per cell area || 308 nW/um^2
|-
| Number of buffers on the longest clock path || 2
|-
| Share of the clock period used by the worst path || about 92%
|-
| Number of buffers created by CTS || 3
|-
| CTS Root Cell || clkbuf_8
|-
| Mean routed wirelength per cell || 12.4 um
|-
| Via count of the first global-routing pass || 1269
|-
| Register pins left without a clock || 23
|-
| Finished Layout Cells || between 300 and 400
|-
| Half-perimeter wire length of the detailed placement result || 3070 um
|-
| Maximum fanout along the worst path || 4
|-
| Clock transition at the registers of the reported paths || 0.08 ns
|-
| Horizontal die dimension || 109 um
|-
| Core outline area || 7730 sq um
|-
| Leakage component of the power || 0.838 nW
|-
| Maximum number of pins on one net before global-route repair || 33
|-
| Antenna violations before repair || 0
|-
| Port Buffer Count || 41
|-
| Number of cells in Yosys stat || 167
|-
| Initial core utilization || 20.4%
|-
| Length of the first detailed-routing pass in iterations || 4
|-
| Worst Path Required || about 2.0 ns
|-
| Total DRC errors in the routed layout || 0
|-
| Path category of the worst min-delay check || input port to flop
|-
| Diode insertion count for antenna repair || 0
|-
| Resized Gates After CTS || 0
|-
| Cell count after placement || 302
|-
| Adder and majority cell fraction of the synthesized area || under 10%
|-
| Antenna violation net count after detailed routing || 0
|-
| Clock period minus final worst setup slack || 2.29 ns
|-
| Vert. Die Dim || about 110 um
|-
| Worst supply voltage drop on vdd || 0.000220 V
|-
| Unrepaired setup endpoints after global routing || false
|}
stage by stage:
| stage | worst slack (ns) | hold slack [ns] | utilization (%) | total power, W | cell area (sq um) |
|---|---|---|---|---|---|
| floorplan | 1.04 | 0.572 | - | 0.000391 | 1580 |
| finish | 0.208 | 1.06 | 27.7 | 0.000661 | 2140 |
| CTS | 0.171 | 1.06 | 27.7 | 0.000677 | 2140 |
| global placement | 0.465 | 1.23 | 27.1 | 0.000446 | 2090 |
| detailed placement | 0.474 | 1.23 | 27.1 | 0.000446 | 2090 |
| global route | 0.0474 | 1.10 | 27.7 | 0.000697 | 2140 |
per-layer routing:
| metal | vias up | share of wire (%) | GRT usage, % | wire length [um] |
|---|---|---|---|---|
| met2 | 31 | 41 | 9.85 | 1550 |
| li1 | 645 | - | - | - |
| met3 | 2 | 12 | 3.82 | 447 |
| met5 | - | 0 | 0 | 0 |
| met4 | 0 | 0.42 | 0.282 | 16 |
| met1 | 514 | 47 | 8.66 | 1770 |
placed cells by master (no fill, tap or decap):
cell type,synthesis,final
ha_1,8,8
a221oi_1,1,1
o21ai_1,2,2
and3_1,1,1
clkdlybuf4s50_1,0,41
a41oi_4,1,1
and4_4,1,1
nor3_1,1,1
nor4_1,1,1
inv_1,4,4
clkinvlp_4,0,1
o31a_2,1,1
buf_4,0,2
o211a_1,1,1
o21ai_0,16,16
dfxtp_1,21,21
or2_1,1,1
and3_2,1,1
nor4b_1,1,1
nor3b_1,1,1
nor2b_4,1,1
nor4b_4,1,1
a22oi_1,15,15
nor2_1,4,4
mux2i_1,1,1
nand2b_1,2,2
dlxtn_1,23,23
mux2_4,1,1
o21a_1,2,2
clkbuf_8,0,3
nand2_1,17,17
nor2b_1,24,24
nand3b_1,2,2
a21o_2,1,1
kinds of logic (layout without fill, tap and decap cells):
group | Yosys count | count (layout)
mux | 2 | 2
latches | 23 | 23
simple gates | 59 | 59
flops | 21 | 21
compound gates | 40 | 40
fa+ha+maj | 8 | 8
buf+inv | 14 | 51
final timing paths:
kind	to	slack [ns]	cells after the start
setup / recovery	shift_sig	0.21	4
hold / removal	X_scaled[15]$_SDFF_PP0_	1.06	2
synth_stat cells:
library cell | instances | area share (%)
nor2b_1 | 24 | 9.5
dlxtn_1 | 23 | 22
dfxtp_1 | 21 | 27
nand2_1 | 17 | 4.0
o21ai_0 | 16 | 5.1
a22oi_1 | 15 | 7.1
clkbuf_1 | 10 | 2.4
ha_1 | 8 | 6.3
inv_1 | 4 | 0.95
nor2_1 | 4 | 0.95
nand2b_1 | 2 | 0.79
nand3b_1 | 2 | 0.95
o21a_1 | 2 | 0.95
o21ai_1 | 2 | 0.63
a21o_2 | 1 | 0.55
a221oi_1 | 1 | 0.55
a41oi_4 | 1 | 1.7
and3_1 | 1 | 0.40
and3_2 | 1 | 0.48
and4_4 | 1 | 0.71
mux2_4 | 1 | 0.95
mux2i_1 | 1 | 0.63
nor2b_4 | 1 | 0.87
nor3_1 | 1 | 0.32
nor3b_1 | 1 | 0.48
nor4_1 | 1 | 0.40
nor4b_1 | 1 | 0.55
nor4b_4 | 1 | 1.5
o211a_1 | 1 | 0.63
o31a_2 | 1 | 0.63
or2_1 | 1 | 0.40
critical path, cell delays in order (launching register included):
cell	delay [ns]
dfxtp_1	0.35
nor3_1	0.19
nand2_1	0.16
nor4b_4	0.30
clkdlybuf4s50_1	0.53
state kept, by name (all words and copies together) (netlist names):
| register | count |
|---|---|
| state | 2 |
| mux_out | 16 |
| k_mux_out | 3 |
| next_state | 2 |
| k | 3 |
| X_scaled | 16 |
| mux_sig | 2 |
power by group:
group | internal [W] | total, W | switching [W]
Combinational | 0.0000532 | 0.0000790 | 0.0000258
Clock | 0.000112 | 0.000225 | 0.000112
Sequential | 0.000348 | 0.000357 | 0.00000877
area by class of cell:
cell class              count  area [sq um]
clock buffers               3          41.3
multi-input cells         109           761
inverters                   4          15.0
flip-flops and latches     44           766
clock inverters             1          7.51
repair buffers             43           425
well taps                 102           128
fillers                   787          5580
No activity file was given, so power comes from the tool's default toggle rates.
